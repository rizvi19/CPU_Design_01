`flow/design.v`:
```
module mux(
    input in0, in1, sel,
    output reg out
);
always @(*) begin
    if(sel)
        out = in1;
    else 
        out = in0;
end
endmodule
module mux16(
    input [15:0] in0, in1,
    input sel,
    output [15:0] out
);
mux m0(
    .in0(in0[0]),
    .in1(in1[0]),
    .sel(sel),
    .out(out[0])
);
mux m1(
    .in0(in0[1]),
    .in1(in1[1]),
    .sel(sel),
    .out(out[1])
);
mux m2(
    .in0(in0[2]),
    .in1(in1[2]),
    .sel(sel),
    .out(out[2])
);
mux m3(
    .in0(in0[3]),
    .in1(in1[3]),
    .sel(sel),
    .out(out[3])
);
mux m4(
    .in0(in0[4]),
    .in1(in1[4]),
    .sel(sel),
    .out(out[4])
);
mux m5(
    .in0(in0[5]),
    .in1(in1[5]),
    .sel(sel),
    .out(out[5])
);
mux m6(
    .in0(in0[6]),
    .in1(in1[6]),
    .sel(sel),
    .out(out[6])
);
mux m7(
    .in0(in0[7]),
    .in1(in1[7]),
    .sel(sel),
    .out(out[7])
);
mux m8(
    .in0(in0[8]),
    .in1(in1[8]),
    .sel(sel),
    .out(out[8])
);
mux m9(
    .in0(in0[9]),
    .in1(in1[9]),
    .sel(sel),
    .out(out[9])
);
mux m10(
    .in0(in0[10]),
    .in1(in1[10]),
    .sel(sel),
    .out(out[10])
);
mux m11(
    .in0(in0[11]),
    .in1(in1[11]),
    .sel(sel),
    .out(out[11])
);
mux m12(
    .in0(in0[12]),
    .in1(in1[12]),
    .sel(sel),
    .out(out[12])
);
mux m13(
    .in0(in0[13]),
    .in1(in1[13]),
    .sel(sel),
    .out(out[13])
);
mux m14(
    .in0(in0[14]),
    .in1(in1[14]),
    .sel(sel),
    .out(out[14])
);
mux m15(
    .in0(in0[15]),
    .in1(in1[15]),
    .sel(sel),
    .out(out[15])
);
endmodule
module mux4way16(
    input [15:0] in0, in1, in2, in3,
    input [1:0] sel,
    output [15:0] out
);
wire [15:0] w1, w2;
mux16 mux1(
    .in0(in0),
    .in1(in1),
    .sel(sel[0]),
    .out(w1)
);
mux16 mux2(
    .in0(in2),
    .in1(in3),
    .sel(sel[0]),
    .out(w2)
);
mux16 mux3(
    .in0(w1),
    .in1(w2),
    .sel(sel[1]),
    .out(out)
);
endmodule
```
`flow/constraint.sdc`:
```
current_design mux4way16

set clk_period 1.0
set clk_io_pct 0.2

create_clock -name clk0 -period $clk_period

set non_clock_inputs [all_inputs -no_clocks]
set_input_delay [expr $clk_period * $clk_io_pct] -clock clk0 $non_clock_inputs
set_output_delay [expr $clk_period * $clk_io_pct] -clock clk0 [all_outputs]
```
`flow/config.mk`:
```
export PLATFORM = sky130hd
export DESIGN_NAME = mux4way16
export DESIGN_NICKNAME = mux4way16
export VERILOG_FILES = /design/flow/design.v
export SDC_FILE = /design/flow/constraint.sdc
export NUM_CORES = 4
export LEC_CHECK = 1
export CORE_AREA = 10 10 70 70
export DIE_AREA = 0 0 80 80
```
`flow/run.sh`:
```
#!/bin/bash
# OpenROAD 26Q1-2900-gdf79404cd8, Yosys 0.63+post, stock flow scripts
make -C /OpenROAD-flow-scripts/flow DESIGN_CONFIG=/design/flow/config.mk WORK_HOME=/design/flow/orfs finish
```
==> deck_impl_summary.md <==
Synthesis and Place & Route Summary

Route
  – Vias after detailed routing: 608
  – WL/cell: 16.6 um
  – Antenna Cells: 0
  – Final wirelength: 2540 um
  – Routed Antenna Nets: 0
  – DRT Pass-1 Iters: 2
  – Vias/cell: 3.97
  – DRC: 0
  – Starting DRT DRC Count: 5

Finish
  – Share of layout cells above drive strength 1: 39.3%
  – Sequential standard cell area: 0 um2
  – CLK BUF: 0
  – Final Util: 34.5%
  – Seq_cells: 0
  – Layout Area Growth over Synthesis: 117%

GRT
  – Tot GR Track Use: 7.99%
  – Total grt overflow: 0
  – Pin count of the biggest net entering global routing: 9
  – Vias in the first global route: 772
  – Initial antenna violation count: 0
  – First-pass GRT wire length: 4040 um

Worst hold path
  – Hold path depth: 3
  – Hold Path Class: input port to primary output

Final timing
  – Slew Limit Fails: 0
  – Final period utilization: 130%
  – Fin worst setup slack: -295 ps
  – Tmin final: 1300 ps
  – Fmax: 0.772 GHz
  – RSZ-0062 raised after global routing: yes
  – Hold Violations, Final: 0
  – Setup TNS: -4040 ps
  – Tightest Pin Transition: 110 ps
  – # setup viols final: 16
  – Worst slew margin: 92.7%

Synthesis
  – Gate Count Post-Synth: 36
  – Mapped cell area: 544 um2
  – Share of the synthesized area in the top cell type: 41.4%
  – Top cells by area: mux4_2 (41%), mux4_1 (29%), buf_4 (22%), buf_12 (3.7%), buf_6 (2.1%)
  – Yosys cell count: 36
  – Synth Seq Share: 0%
  – Synth area leader: mux4_2
  – Post-Syn Area per Cell: 15.1 um2
  – YS chip area: 544 um2
  – Synth warn: 1
  – Distinct cells, synth: 6

Placed design
  – PortBufs: 82
  – GP Congestion: 0.682

Power
  – Power Density: 345 mW/mm2
  – VDD IR max: 0.150 mV
  – LEAKAGE: 0.565 nW

Clock tree
  – Hold_buf cts: 0

Floorplanning
  – Die height: 80 um
  – I/O pins: 82
  – Core Density at Floorplan: 15.9%
  – Total die area: 0.00640 mm2
  – # rows: 21
  – Die X: 80 um
  – Core Region: 0.00342 mm2

Worst setup path
  – WS Path Type: input port to primary output
  – Crit path DAT: 1100 ps
  – Critical Path Start Type: input port
  – Crit path required time: 800 ps
  – Nature of the critical path endpoint: primary output
  – CP Max Fanout: 4

Run status
  – Failing checks: negative setup slack
  – Status: complete, but fails checks

Run
  – Maxcap violations: 0
  – Tool warnings: 35
==> layout by cell type, fill, tap and decap left out <==
cell,netlist,routed
dlygate4sd2_1,0,63
mux4_2,10,16
buf_2,2,16
buf_6,1,7
clkdlybuf4s15_1,0,2
buf_4,16,2
buf_8,0,1
==> cell type report <==
type / count / area (um2)
Fill cell: 397 / 2240
Tap cell: 46 / 57.6
Timing Repair Buffer: 91 / 761
Multi-Input combinational cell: 16 / 360
==> per-layer routing <==
metal / up-vias / global-route usage, % / routed length (um)
met5: - / 0 / 0
met4: 0 / 0 / 0
met3: 0 / 5.11 / 381
met2: 50 / 12.3 / 1170
met1: 280 / 9.85 / 988
li1: 278 / - / -
==> synth_stat cells <==
| cell type | count |
|---|---|
| buf_12 | 1 |
| mux4_1 | 6 |
| mux4_2 | 10 |
| buf_4 | 16 |
| buf_6 | 1 |
| buf_2 | 2 |
==> worst paths after layout <==
kind,start,to,slack (ps)
worst min-delay path,in2[13],out[13],880
worst max-delay path,sel[0],out[9],-300
==> through the flow <==
stage	worst slack [ps]	hold WS (ps)	area (um2)	cells	total power, W
final	-295	880	1180	153	0.000407
after floorplan	-242	673	553	36	0.000226
after CTS	-313	886	1180	153	0.000418
after detailed placement	-1100	1530	1290	148	0.000535
after global routing	-344	904	1180	153	0.000449
after global placement	-1100	1530	1290	148	0.000532
==> critical path, cell delays in order <==
cell and delay (ps):
buf_8 80, buf_6 110, buf_4 100, mux4_2 470, buf_2 130
==> repair_timing <==
action,in CTS,in global routing
gates cloned,1,0
endpoints found under the setup margin,16,16
buffers inserted,4,0
resized,134,2
==> cell families after synthesis <==
| kind of cell | after synthesis | synth area share (%) |
|---|---|---|
| buffers and inverters | 20 | 29.7 |
| muxes | 16 | 70.3 |
==> power by group <==
group	switching, W	internal [W]
Sequential	0	0
Clock	0	0
Combinational	0.000100	0.000307
Power figures rest on the tool's default switching activity, not on a simulated workload.
